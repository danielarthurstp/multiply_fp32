--- run.sh ---
#!/bin/bash
# OpenROAD 26Q1-2900-gdf79404cd8, Yosys 0.63+post, stock flow scripts
make -C /OpenROAD-flow-scripts/flow DESIGN_CONFIG=/design/flow/config.mk WORK_HOME=/design/flow/orfs finish
--- config.mk ---
export PLATFORM = sky130hd
export DESIGN_NAME = fmultiplier
export DESIGN_NICKNAME = fmultiplier
export VERILOG_FILES = /design/flow/design.v
export SDC_FILE = /design/flow/constraint.sdc
export NUM_CORES = 4
export LEC_CHECK = 1
export CORE_UTILIZATION = 40
--- constraint.sdc ---
current_design fmultiplier

set clk_period 16.0
set clk_io_pct 0.2

create_clock -name clk0 -period $clk_period [get_ports {clk}]

set non_clock_inputs [all_inputs -no_clocks]
set_input_delay [expr $clk_period * $clk_io_pct] -clock clk0 $non_clock_inputs
set_output_delay [expr $clk_period * $clk_io_pct] -clock clk0 [all_outputs]
--- design.v ---
`timescale 1ns / 1ps
module fmultiplier(
    input  wire        clk,
    input  wire        rst,
    input  wire        valid,       
    input  wire [31:0] a,
    input  wire [31:0] b,
    output reg  [31:0] z,
    output reg         out_valid    
);
    reg [2:0] counter;
    reg       busy;
    reg [31:0] a_r, b_r;
    reg [23:0] a_m, b_m, z_m;
    reg  [9:0] a_e, b_e, z_e;
    reg        a_s, b_s, z_s;
    reg [49:0] product;
    reg guard_bit, round_bit, sticky;
    reg        special_case;
    reg [31:0] special_z;
    wire [7:0]   expA = a_r[30:23];
    wire [7:0]   expB = b_r[30:23];
    wire [22:0]  manA = a_r[22:0];
    wire [22:0]  manB = b_r[22:0];
    wire a_is_nan  = (expA == 8'hFF) && (manA != 0);
    wire b_is_nan  = (expB == 8'hFF) && (manB != 0);
    wire a_is_inf  = (expA == 8'hFF) && (manA == 0);
    wire b_is_inf  = (expB == 8'hFF) && (manB == 0);
    wire a_is_zero = (expA == 8'h00) && (manA == 0);
    wire b_is_zero = (expB == 8'h00) && (manB == 0);
    always @(posedge clk or posedge rst) begin
        if (rst) begin
            counter      <= 3'd0;
            busy         <= 1'b0;
            out_valid    <= 1'b0;
            a_r          <= 32'd0;
            b_r          <= 32'd0;
            a_m          <= 24'd0;
            b_m          <= 24'd0;
            z_m          <= 24'd0;
            a_e          <= 10'd0;
            b_e          <= 10'd0;
            z_e          <= 10'd0;
            a_s          <= 1'b0;
            b_s          <= 1'b0;
            z_s          <= 1'b0;
            product      <= 50'd0;
            guard_bit    <= 1'b0;
            round_bit    <= 1'b0;
            sticky       <= 1'b0;
            special_case <= 1'b0;
            special_z    <= 32'd0;
            z            <= 32'd0;
        end else begin
            out_valid <= 1'b0;  
            if (!busy) begin
                counter <= 3'd0;
                if (valid) begin
                    busy         <= 1'b1;
                    counter      <= 3'd1;
                    a_r          <= a;
                    b_r          <= b;
                    special_case <= 1'b0;
                    special_z    <= 32'd0;
                    product      <= 50'd0;
                    guard_bit    <= 1'b0;
                    round_bit    <= 1'b0;
                    sticky       <= 1'b0;
                end
            end else begin
                case (counter)
                    3'd1: begin
                        a_m <= {1'b0, a_r[22:0]};
                        b_m <= {1'b0, b_r[22:0]};
                        a_e <= {2'b00, a_r[30:23]} - 10'd127;
                        b_e <= {2'b00, b_r[30:23]} - 10'd127;
                        a_s <= a_r[31];
                        b_s <= b_r[31];
                        counter <= 3'd2;
                    end
                    3'd2: begin
                        if (a_is_nan || b_is_nan) begin
                            special_case <= 1'b1;
                            special_z    <= 32'h7FC0_0000;
                        end else if (a_is_inf) begin
                            if (b_is_zero) begin
                                special_case <= 1'b1;
                                special_z    <= 32'h7FC0_0000;
                            end else begin
                                special_case <= 1'b1;
                                special_z    <= { (a_s ^ b_s), 8'hFF, 23'd0 };
                            end
                        end else if (b_is_inf) begin
                            if (a_is_zero) begin
                                special_case <= 1'b1;
                                special_z    <= 32'h7FC0_0000;
                            end else begin
                                special_case <= 1'b1;
                                special_z    <= { (a_s ^ b_s), 8'hFF, 23'd0 };
                            end
                        end else if (a_is_zero || b_is_zero) begin
                            special_case <= 1'b1;
                            special_z    <= { (a_s ^ b_s), 8'd0, 23'd0 };
                        end else begin
                            if (expA == 8'h00) begin
                                a_e <= -10'sd126;
                            end else begin
                                a_m[23] <= 1'b1;
                            end
                            if (expB == 8'h00) begin
                                b_e <= -10'sd126;
                            end else begin
                                b_m[23] <= 1'b1;
                            end
                        end
                        counter <= 3'd3;
                    end
                    3'd3: begin
                        if (!special_case) begin
                            if (!a_m[23]) begin
                                a_m <= a_m << 1;
                                a_e <= a_e - 10'sd1;
                            end
                            if (!b_m[23]) begin
                                b_m <= b_m << 1;
                                b_e <= b_e - 10'sd1;
                            end
                        end
                        counter <= 3'd4;
                    end
                    3'd4: begin
                        if (!special_case) begin
                            z_s     <= a_s ^ b_s;
                            z_e     <= a_e + b_e + 10'sd1;
                            product <= a_m * b_m * 50'd4;
                        end
                        counter <= 3'd5;
                    end
                    3'd5: begin
                        if (!special_case) begin
                            z_m       <= product[49:26];
                            guard_bit <= product[25];
                            round_bit <= product[24];
                            sticky    <= (product[23:0] != 0);
                        end
                        counter <= 3'd6;
                    end
                    3'd6: begin
                        if (!special_case) begin
                            reg [23:0] zm_tmp;
                            reg  [9:0] ze_tmp;
                            reg        g_tmp, r_tmp, s_tmp;
                            reg [24:0] inc;
                            integer    sh, k;
                            reg        lost_any;
                            zm_tmp = z_m;
                            ze_tmp = z_e;
                            g_tmp  = guard_bit;
                            r_tmp  = round_bit;
                            s_tmp  = sticky;
                            if ($signed(ze_tmp) < -126) begin
                                sh = (-126 - $signed(ze_tmp));
                                lost_any = 1'b0;
                                if (sh > 0) begin
                                    if (sh >= 24) begin
                                        if (zm_tmp != 0) lost_any = 1'b1;
                                        zm_tmp = 24'd0;
                                    end else begin
                                        for (k = 0; k < 24; k = k + 1) begin
                                            if (k < sh) begin
                                                if (zm_tmp[k]) lost_any = 1'b1;
                                            end
                                        end
                                        zm_tmp = zm_tmp >> sh;
                                    end
                                    if (g_tmp) lost_any = 1'b1;
                                    if (r_tmp) lost_any = 1'b1;
                                    s_tmp = s_tmp | lost_any;
                                    ze_tmp = -10'sd126;
                                    g_tmp  = 1'b0;
                                    r_tmp  = 1'b0;
                                end
                            end
                            else if (zm_tmp[23] == 1'b0) begin
                                ze_tmp = ze_tmp - 10'sd1;
                                zm_tmp = {zm_tmp[22:0], g_tmp};
                                g_tmp  = r_tmp;
                                r_tmp  = 1'b0;
                            end
                            if (g_tmp && (r_tmp | s_tmp | zm_tmp[0])) begin
                                inc = {1'b0, zm_tmp} + 25'd1;
                                if (inc[24]) begin
                                    zm_tmp = 24'h800000;
                                    ze_tmp = ze_tmp + 10'sd1;
                                end else begin
                                    zm_tmp = inc[23:0];
                                end
                            end
                            z_m       <= zm_tmp;
                            z_e       <= ze_tmp;
                            guard_bit <= g_tmp;
                            round_bit <= r_tmp;
                            sticky    <= s_tmp;
                        end
                        counter <= 3'd7;
                    end
                    3'd7: begin
                        if (special_case) begin
                            z <= special_z;
                        end else begin
                            z[31]    <= z_s;
                            z[30:23] <= z_e[7:0] + 8'd127;
                            z[22:0]  <= z_m[22:0];
                            if (($signed(z_e) == -126) && (z_m[23] == 1'b0))
                                z[30:23] <= 8'd0;
                            if ($signed(z_e) > 127) begin
                                z[31]    <= z_s;
                                z[30:23] <= 8'hFF;
                                z[22:0]  <= 23'd0;
                            end
                        end
                        busy      <= 1'b0;
                        out_valid <= 1'b1;
                        counter   <= 3'd0;
                    end
                    default: begin
                        busy    <= 1'b0;
                        counter <= 3'd0;
                    end
                endcase
            end
        end
    end
endmodule
==> out/notes.md <==
Adding up every negative setup slack in the final design gives 0 ns. For reference, the most critical setup path is categorized as register to register. In the global route stage, overall resource usage came out at 24.2%. The slew check shows that the tightest pin keeps a relative margin of 44.6%. With the yosys synthesis warning count at 1, the count of filler cells inserted in the layout is 8072. For the initial antenna violation count, the log shows 1. The top-level I/O count came out at 100.

The tools report the area occupied by multi-input gates as 24400 sq um. Buffers placed on the I/O ports in this run total 99. The layout report lists the combined flip-flop and latch area as 6640 sq um.

Most heavily used metal layer in global routing: met2. Looking at the clock tree report, the maximum root-to-sink buffer count equals 3. With the arrival time reported for the critical path endpoint at 8.22 ns, the share of synthesized area occupied by flip-flops and latches is 19.5%.

Counting flops and latches in the post-synthesis netlist gives 265. The count of final hold-check violations is 0. Endpoints with negative setup slack in the final report add up to 0. The logs give 36100 sq um for the area after detailed placement and 0 for the buffers inserted during post-CTS setup optimization. Per the run report, area growth between synthesis and finish was 9.43%. The run gives 40.5% for the initial standard-cell utilization of the core. The clock-pin slew on the worst setup and hold paths is 0.06 ns, and the clock skew is 0.0410 ns.

Row generation in the floorplan step produced 106 rows. Measured along the x axis, the die boundary spans 294 microns. The number of antenna diodes in the final layout is 0. The commonest register cell after synthesis was dfrtp_1. The origin of the worst min-delay path is a_r[31]. The count of distinct cell types in the synthesized netlist is 101, and the number of max-cap violations is 0.

For the number of antenna-violating nets in the routed design, the log shows 0. For the pin with the worst max-slew slack, the measured transition is 0.831 ns. For this block, the initial DRC count from the detailed router was 1417.

The category of the worst setup path launch point was a register. With the fraction of final layout cells sized beyond drive strength 1 at 5.76%, the final clock period utilization by the worst path is 48.6%. Entering global routing, the biggest net connects 81 pins. The CTS report gives the tree buffer count as 34. TritonCTS built the clock tree. The synthesized netlist occupies a cell area of 34000 sq um. The cell count after synthesis is 3868. Routability-driven placement finished with a final weighted congestion of 0.989.

With the length of the first detailed-routing pass in iterations at 5, the met3 track demand over resource in global routing is 9.14%. The tools report the endpoint of the worst-slack reg-to-reg timing path as product[48]. The remaining design rule violation count was 0.

The count of library flops with an enable pin is 0, and the fmax is 129 MHz. The tools report the half-perimeter wire length after detailed placement as 72.0 mm. CTS placed an instance of clkbuf_16 at the clock tree root. Routing resource usage on met1 recorded by global route was 35.6%. Summing over every cut layer, the via total after detailed routing is 26333. The later pin in the worst-skew pair is clocked with a latency of 0.58 ns. The count of tool warnings is 29, and the wire length of the first global-routing pass is 155 mm. Looking at the critical path, the highest net fanout was 15. The run finished with clean final reports. For this run, the detailed router reports a per-instance via density of 5.28. For this run, global-route usage on met2 was measured as 35.7%.

The tools report the design area as 37200 sq um. For the worst flop-to-flop path, the logic depth is 27. The fraction of synthesis flops using an asynchronous set or reset pin came out at 100%. The report puts the hold buffer count at CTS at 0.

Global routing finished with a remaining overflow of 0. Type of element capturing the critical path: a register. For the number of sinks driven by the clock tree, the log shows 265.

After layout, the minimum clock period comes to 7.77 ns. The final max-slew violation count recorded for this run is 0. Per the synthesis report, the dominant area consumer among library cells is fa_1. The required arrival time at the worst endpoint is 16.45 ns, and the mean instance size in the synthesized netlist is 8.80 sq um. Note that the worst hold path type here is register to register. The chip occupies 86200 sq um. In this run the vertical extent of the chip is 294 microns. The wire length per cell was 19.1 microns; the chip area line of the yosys report was 34000 sq um. Setup slack on the worst reg-to-reg path comes out at 8.23 ns.

Setup repair after global routing left no endpoint under its margin. The via count of the first global-routing pass was 27195; the cell count in the Yosys report was 3868. The number of stages on the worst hold path came out at 2. The end point of the worst hold path was a_r[31]. The run gives 95.5 mm for the overall routed net length. The tools report the number of H-tree branching levels as 2.

By area the synthesized netlist is led by fa_1 28%, dfrtp_1 19%, nand2_1 8.6%, ha_1 7.1%, inv_1 5.9%.

The critical register-to-register path startpoint was a_m[7]. The core region is 84000 sq um. The share of Yosys cell area claimed by the top area cell type is 28.4%.

The number of cells upsized or downsized after cts came out at 0.
sequential cells by signal (all words and copies together) (netlist names):
register      cells
b_e              10
product          48
guard_bit         1
z_e              10
b_r              32
a_m              24
b_s               1
special_z         3
z                32
out_valid         1
z_m              24
round_bit         1
a_e              10
busy              1
a_r              32
z_s               1
b_m              24
a_s               1
counter           7
special_case      1
sticky            1
area by class of cell:
| class | count | share of cell area [%] |
|---|---|---|
| clock buffers | 45 | 2.58 |
| clock inverters | 14 | 0.484 |
| flip-flops and latches | 265 | 17.8 |
| multi-input cells | 2817 | 65.6 |
| repair buffers | 181 | 4.32 |
| well taps | 1134 | 3.81 |
| inverters | 535 | 5.41 |
cells in the mapped netlist, drive strengths merged (10+ instances only):
library cell / instances
a21o: 22
buf: 44
nor2b: 14
nand2: 783
o21ai: 217
clkbuf: 207
mux2: 17
and3: 23
mux2i: 82
a211oi: 11
o31ai: 14
a31oi: 23
and2: 200
xnor2: 66
ha: 194
a22o: 46
o22ai: 25
or3: 12
nand2b: 15
mux4: 16
nor3: 60
o211ai: 12
a21oi: 87
o21a: 10
dfrtp: 265
nand3: 86
nor2: 100
fa: 483
nor4: 25
nand4: 12
xor2: 40
inv: 535
cells by family after synthesis:
logic type                 synth area share (%)
AOI/OAI and AO/OA                          10.6
xor gates and xnor gates                   2.78
adders and majority gates                  35.6
buffers and inverters                      8.92
DFF                                        19.5
muxes                                      4.06
and+or+nand+nor                            18.5
metrics by stage:
stage | std cells | hold WS (ns) | setup WS [ns] | util [%]
after CTS | 4991 | 0.485 | 8.17 | 44.3
final | 4991 | 0.480 | 8.23 | 44.3
after floorplan | 3868 | 0.426 | 5.50 | -
after global routing | 4991 | 0.517 | 7.78 | 44.3
after global placement | 4932 | 0.463 | 8.24 | 43.0
after detailed placement | 4932 | 0.468 | 8.18 | 43.0
worst max-delay path, cell delays in order, from the launching register on:
cell and delay [ns]:
dfrtp_1 0.61, buf_4 0.30, nand2_1 0.10, fa_1 0.55, inv_1 0.05, fa_1 0.54, inv_1 0.06, fa_1 0.50
inv_1 0.05, fa_1 0.47, inv_1 0.05, fa_1 0.50, fa_1 0.54, inv_1 0.05, fa_1 0.47, ha_1 0.35
a21o_1 0.17, a21o_1 0.17, a21o_1 0.18, a21o_1 0.17, a221oi_1 0.35, a21oi_1 0.17, o2111ai_1 0.26, a31oi_1 0.15
or4_1 0.41, a31oi_1 0.21, xor2_1 0.16, o21ai_0 0.08
worst max-delay path by stage:
stage	endpoint	from	slack, ns
final	product[48]	a_m[7]	8.23
after global routing	product[48]	a_m[7]	7.78
after CTS	product[48]	a_m[7]	8.17
cell usage in the layout (no fill, tap or decap), types with 7 or more instances in the layout:
cell             Yosys  routed
a211oi_1            10      10
a21o_1              22      22
a21oi_1             86      86
a221oi_1             8       7
a22o_1              46      46
a31oi_1             21      21
and2_1             200     200
and3_1              22      22
buf_4                4      82
clkbuf_16            0      34
clkbuf_8             0       7
clkdlybuf4s50_1      0      99
dfrtp_1            265     263
fa_1               483     483
ha_1               194     194
inv_1              533     532
mux2_2              17      17
mux2i_1             82      82
mux4_2              14      14
nand2_1            782     781
nand2b_1            15      14
nand3_1             86      86
nand4_1             12      12
nor2_1              98      98
nor2b_1             14      14
nor3_1              55      55
nor4_1              22      22
o211ai_1            10      10
o21a_1               9       9
o21ai_0            202     200
o21ai_1             12      11
o22a_1               7       7
o22ai_1             24      24
o31ai_1             14      14
or3_1               11      11
xnor2_1             66      65
xor2_1              39      39
routing by layer:
layer	wire length, microns	up-vias
met2	41900	900
met1	42100	12976
met4	2210	2
met3	9210	117
met5	13	-
li1	-	12338
